### ./design.v
module adder (Sum, Cout, Cin, A, B);
    input Cin, A, B;
    output Sum, Cout;
    wire w_xr0, w_A0, w_A1;
    xor xr0(w_xr0, A, B);
    xor xr1 (Sum, Cin, w_xr0);
    and A0(w_A0, w_xr0, Cin);
    and A1(w_A1, A, B);
    or r0(Cout, w_A0, w_A1);
endmodule
module mux4_1 (y, x0, x1, x2, x3, c1, c0);
    input x0, x1, x2, x3, c1, c0;
    output y;
    wire w_A0, w_A1, w_A2, w_A3;
    wire w_r0, w_r2;
    wire w_N1, w_N0;
    not N1(w_N1, c1);
    not N0(w_N0, c0);
    and A0(w_A0, x0, w_N1, w_N0);
    and A1(w_A1, x1, w_N1, c0);
    and A2(w_A2, x2, c1, w_N0);
    and A3(w_A3, x3, c1, c0);
    or r0(w_r0, w_A0, w_A1);
    or r2(w_r2, w_A2, w_A3);
    or r3(y, w_r0, w_r2);
endmodule
module one_bit_ALU (y, z, Cin, A, B, c1, c0);
    input Cin, A, B, c1, c0;
    output y, z;
    wire w_Sum, w_Cout;
    wire w_A0, w_N0, w_xr0;
    adder Adder1(w_Sum, w_Cout, Cin, A, B);
    and A0(w_A0, A, B);
    not N0(w_N0, A);
    xor xr0(w_xr0, A, B);
    mux4_1 mux1(y, w_Sum, w_A0, w_N0, 1'b0, c1, c0);
    mux4_1 mux2(z, w_Cout, 1'b0, 1'b0, w_xr0, c1, c0);
endmodule
module four_bit_ALU (
    y, z,
    a, b,
    c1, c0
);
    input [3:0] a;
    input [3:0] b;
    output [3:0] y;
    output z;
    input c1, c0;
    wire w_z0, w_z1, w_z2;
    one_bit_ALU ALU0(y[0], w_z0, 1'b0, a[0], b[0], c1, c0);
    one_bit_ALU ALU1(y[1], w_z1, w_z0, a[1], b[1], c1, c0);
    one_bit_ALU ALU2(y[2], w_z2, w_z1, a[2], b[2], c1, c0);
    one_bit_ALU ALU3(y[3], z, w_z2, a[3], b[3], c1, c0);
endmodule
### ./run.sh
#!/bin/bash
# OpenROAD 26Q1-2900-gdf79404cd8, Yosys 0.63+post, stock flow scripts
make -C /OpenROAD-flow-scripts/flow DESIGN_CONFIG=/design/flow/config.mk WORK_HOME=/design/flow/orfs finish
### ./config.mk
export PLATFORM = sky130hd
export DESIGN_NAME = four_bit_ALU
export DESIGN_NICKNAME = four_bit_ALU
export VERILOG_FILES = /design/flow/design.v
export SDC_FILE = /design/flow/constraint.sdc
export NUM_CORES = 4
export LEC_CHECK = 1
export CORE_AREA = 10 10 70 70
export DIE_AREA = 0 0 80 80
### ./constraint.sdc
current_design four_bit_ALU

set clk_period 3.7
set clk_io_pct 0.2

create_clock -name clk0 -period $clk_period

set non_clock_inputs [all_inputs -no_clocks]
set_input_delay [expr $clk_period * $clk_io_pct] -clock clk0 $non_clock_inputs
set_output_delay [expr $clk_period * $clk_io_pct] -clock clk0 [all_outputs]
==> reports/results.txt <==
status - finished, violations left
failing checks - negative setup slack
top-count cell post-synth - o21ai_0
shortest period the worst path allows - 3970 ps
Arrival @ worst endpoint - 3230 ps
Synth area leaders - fa_1 20%, ha_1 16%, a22o_2 9.8%
Max Clk Rate - 252 MHz
worst hold path startpoint - c0
input/output buffers - 15
Slew HR - 87.8%
first-pass GRT wire length - 1.38 mm
via density per instance - 3.03
Non-Filler Instances - 97
Die Height - 80 um
Pleak - 0.229 nW
Syn Inst Count - 36
share of layout cells above drive strength 1 - 43.1%
Mapped Area - 308 um^2
endpoints failing setup - 2
Die Area - 6400 um^2
sum of negative setup slack - -371 ps
Yosys Chip Area - 308 um^2
Hold EP - y[3]
total global-route track usage - 2.55%
PnR Total Power - 0.0556 mW
VDD IR max - 12.3 uV
First DRT Iteration DRCs - 18
# DRC - 0
crit-path cells - buf_6, ha_4, nor3b_2, a21o_2, fa_2, a22o_4, fa_2, a22o_2, fa_2, o21ai_1, o21ai_1, buf_2
Area leader share - 19.5%
Final Max Slew Viols - 0
P per Cell Area - 103 nW/um^2
I/O Pins - 15
Core Util, Final - 15.8%
Max Cap Viol - 0
largest net degree at the start of global routing - 8
yosys warns - 0
Initial Utilization - 9.01%
Die W - 80 um
Area growth, synth to finish - 75.2%
Worst path max stage delay - 510 ps
cell depth of the worst hold path - 4
core area - 3420 um^2
largest area contributor in the netlist - fa_1
Unique cell types - 15
tool warnings - 35
Vias - 294
Critical Path Source Type - primary input
initial antenna violation count - 0
CP max-delay cell - fa_2
grt ovf - 0
register area share after synthesis - 0%
Synth top cells by count - 6 x o21ai_0, 5 x nand2_1, 4 x buf_4, 4 x ha_1
critical path required time - 2960 ps
Worst Hold Class - in2out
antenna diode count - 0
Flop area - 0 um^2
hold_buf cts - 0
Placer Congestion - 0.661
DR pass1 iterations - 2
Crit Path Category - in2out
final worst-path cycle share - 107%
WL final - 810 um
flop count - 0
placed cells - 97
FP Rows - 21
Synth Area per Inst - 8.55 um^2
worst setup margin - -268 ps
number of global-route vias before repair - 300
most used cell, CP - fa_2
slew of the pin with the lowest slew margin - 182 ps
Layout clock buffers - 0
Routed WL per cell - 8.35 um
Fin. Hold Viols - 0
CP endpoint kind - output port
DP HPWL - 753 um
RSZ-0062 raised after global routing - yes
CP Max Fanout - 2
Routed Antenna Nets - 0
Yosys Instances - 36
[how the worst max path moves through the flow]
stage | depth (start not counted) | to | start
5_1_grt | 12 | y[3] | a[0]
4_1_cts | 12 | y[3] | a[0]
6_report | 12 | y[3] | a[0]
[timing repair]
action / 4_1_cts / 5_1_grt
buffers inserted: 0 / 0
gates resized: 30 / 2
pin swaps: 7 / 3
endpoints found under the setup margin: 3 / 3
[critical path, delay by kind of cell]
family	cells	cell delay, ps
fa+ha+maj	4	1300
buf+inv	2	210
compound gates	5	830
simple gates	1	140
[cells in the final DEF, fill, tap and decap left out, drive strengths merged]
cell type / n
clkdlybuf4s50: 8
fa: 3
a21o: 1
nand2: 5
ha: 4
o21ai: 6
a22o: 3
clkdlybuf4s15: 1
buf: 10
nor3b: 1
inv: 2
dlygate4sd2: 1
mux2i: 2
nor2b: 1
and2: 1
nand3b: 1
nor2: 1
[per-layer routing]
layer  GRT usage, %  up-vias  share of wire [%]
met5              0        -                  0
met4              0        0                  0
met3          0.227        0                3.0
met2           5.70        3                 65
met1           2.46      138                 32
li1               -      153                  -
[layout make-up]
type	count	area (um^2)
tap	46	57.6
multi-input combinational	29	299
inverter	2	7.51
fill	392	2880
timing repair buffer	20	175
[kinds of logic after synthesis]
kind of cell | count (synthesis) | share of synthesized area (%)
compound gates | 10 | 22.4
mux | 2 | 6.50
fa+ha+maj | 7 | 35.8
simple gates | 10 | 19.5
buf+inv | 7 | 15.9
[metrics by stage]
step                      cell area [um^2]  hold WS (ps)  setup slack, ps
after floorplan                        313          1620            -68.1
after global placement                 517          2540             -961
after detailed placement               517          2550            -1010
after CTS                              538          2030             -330
after global routing                   539          2050             -379
final                                  539          2010             -268
[where the power goes]
group	total, mW	switching (mW)	internal, mW
clock	0	0	0
combinational	0.0556	0.0208	0.0348
sequential	0	0	0
No activity file was given, so power comes from the tool's default toggle rates.
